[design.v]
module Exercise_1 ( MyInput, MyConstantSelect, MyOperation, MyOutput ); 
	input [7:0] MyInput;
	input [1:0] MyConstantSelect;  
	input MyOperation;  
	output [7:0] MyOutput; 
logic [7:0] out;
logic [3:0] cons;
always_comb begin
	cons = (2'b10 *MyConstantSelect) + 1;
	out = (MyOperation ? MyInput + 1 + ~cons : MyInput + cons);
end 
assign MyOutput = out;
endmodule
module testhw1;
	logic [7:0] in;
	logic [1:0] sel;
	logic op;
	logic [7:0] out;
	Exercise_1 ex (
		.MyInput(in),
		.MyConstantSelect(sel),
		.MyOperation(op),
		.MyOutput(out)
	);
	initial begin
		in = 8'b00000101;
		sel = 2'b10;
		op = 1'b0;
		#10
		op = 1'b1;
		#10
		sel = 2'b01;
		#10
		sel = 2'b00;
	end
endmodule
[constraint.sdc]
current_design Exercise_1

set clk_period 2.5
set clk_io_pct 0.2

create_clock -name clk0 -period $clk_period

set non_clock_inputs [all_inputs -no_clocks]
set_input_delay [expr $clk_period * $clk_io_pct] -clock clk0 $non_clock_inputs
set_output_delay [expr $clk_period * $clk_io_pct] -clock clk0 [all_outputs]
[config.mk]
export PLATFORM = sky130hd
export DESIGN_NAME = Exercise_1
export DESIGN_NICKNAME = Exercise_1
export VERILOG_FILES = /design/flow/design.v
export SDC_FILE = /design/flow/constraint.sdc
export NUM_CORES = 4
export LEC_CHECK = 1
export CORE_AREA = 10 10 70 70
export DIE_AREA = 0 0 80 80
[run.sh]
#!/bin/bash
# OpenROAD 26Q1-2900-gdf79404cd8, Yosys 0.63+post, stock flow scripts
make -C /OpenROAD-flow-scripts/flow DESIGN_CONFIG=/design/flow/config.mk WORK_HOME=/design/flow/orfs finish
==> impl_metrics.sql <==
-- flow metrics import
INSERT INTO impl_metrics (metric_group, metric, value, unit) VALUES
('status', 'run_status', 'complete, no violations', ''),
('synth', 'yosysWarningCount', '1', ''),
('floorplanning', 'core_area', '0.00342', 'sq mm'),
('pwr', 'ir_worst_vdd', '0.0318', 'mV'),
('critical_path', 'timing.critical_path.from_type', 'input pin', ''),
('sta', 'final_min_period_over_clock_period', '98.0', '%'),
('sta', 'hold_viol_final', '0', ''),
('critical_path', 'timing.critical_path.fanout_max', '2', ''),
('pwr', 'power.density_cell_area', '176', 'mW/mm^2'),
('pwr', 'leakagePower', '0.331', 'nW'),
('route', 'met2WireLength', '539', 'um'),
('synth', 'netlist.top_cell.by_instances', 'inv_1', ''),
('critical_path', 'worstSetupPathType', 'input pin to output port', ''),
('synth', 'synth-cells-yosys', '46', ''),
('final_layout', 'num-fill-cells', '382', ''),
('route', 'detail_route.wl_per_cell', '9.67', 'um'),
('route', 'viasPerCell', '3.37', ''),
('final_layout', 'share_of_final_layout_standard_cells_stronger_than_drive_strength_1', '50.0', '%'),
('synth', 'synthTopLogicFamily', 'adder cells', ''),
('sta', 'max_freq', '0.408', 'GHz'),
('synth', 'synth_cell_types', '24', ''),
('global_routing', 'antenna_found_initial', '0', ''),
('route', 'met3RoutedLength', '99', 'um'),
('synth', 'aoi_share', '19.9', '%'),
('global_routing', 'grt_start_max_net_pins', '7', ''),
('synth', 'synth_adder_area_share', '26.6', '%'),
('synth', 'yosysTopAreaCell', 'ha_1', ''),
('route', 'drt-pass1-iter-count', '2', ''),
('final_layout', 'fin_area', '708', 'sq um'),
('critical_path', 'worst_ep_arrival_time', '1.95', 'ns'),
('clocking', 'post_cts_hold_buffer_count', '0', ''),
('synth', 'synth_simple_gate_area_share', '26.2', '%'),
('floorplanning', 'placementRows', '21', ''),
('synth', 'share_of_the_synthesized_area_in_the_top_cell_type', '14.8', '%'),
('critical_path', 'crit_required', '2.00', 'ns'),
('synth', 'ys_chip_area', '339', 'sq um'),
('final_layout', 'nClkBuffers', '0', ''),
('floorplanning', 'floorplan.io_pins', '19', ''),
('placed_design', 'routabilityCongestion', '0.708', ''),
('synth', 'postSynthSeqShare', '0', '%'),
('synth', 'syn-mean-instance-area', '7.37', 'sq um'),
('floorplanning', 'die-area', '0.00640', 'sq mm'),
('final_layout', 'syn_to_final_growth', '109', '%'),
('critical_path', 'element_type_at_the_critical_path_end', 'output port', ''),
('route', 'detail_route.wirelength.met1', '541', 'um'),
('route', 'drt_iter0_markers', '15', ''),
('floorplanning', 'core_util_floorplan', '9.93', '%'),
('global_routing', 'wire_length_of_the_first_global_routing_pass', '1850', 'um'),
('placed_design', 'detailedPlacementHpwl', '956', 'um'),
('synth', 'topCellsByArea', 'ha_1 (15%), fa_1 (12%), inv_1 (7.7%)', ''),
('flow_run', 'log.warning_count', '36', ''),
('route', 'topRoutingLayerUsed', 'met3', ''),
('sta', 'slew_violations', '0', ''),
('synth', 'synthCells', '46', ''),
('synth', 'syn_area', '339', 'sq um'),
('floorplanning', 'die_height', '80', 'um'),
('route', 'routed_wl', '1180', 'um'),
('global_routing', 'grtUsageTotal', '3.49', '%'),
('route', 'routed-via-count', '411', ''),
('sta', 'final-setup-viol-count', '0', ''),
('placed_design', 'placed_cell_area', '662', 'sq um'),
('global_routing', 'via_count_of_the_first_global_routing_pass', '411', ''),
('sta', 'worstMarginPinSlew', '0.272', 'ns'),
('final_layout', 'layout.area.seq', '0', 'sq um'),
('synth', 'yosys-mux-area-fraction', '2.95', '%'),
('synth', 'yosys.area_share.xor_xnor', '15.5', '%'),
('sta', 'timing.max_slew.rel_slack', '81.9', '%'),
('sta', 'tns', '0', 'ns'),
('worst_hold_path', 'worstHoldPathType', 'input pin to output port', ''),
('final_layout', 'postLayoutCoreUtil', '20.7', '%'),
('global_routing', 'global_route.overflow_total', '0', ''),
('final_layout', 'seq_cells', '0', ''),
('route', 'antenna-diode-count', '0', ''),
('flow_run', 'max_cap_violations', '0', ''),
('synth', 'ys_top_cells_by_count', 'inv_1 (7), ha_1 (4)', ''),
('placed_design', 'detailedPlace.worstSlack', '-0.877', 'ns'),
('sta', 'worst_slack', '0.0492', 'ns'),
('route', 'ant_nets', '0', ''),
('sta', 'grt_setup_unrepaired', 'true', ''),
('placed_design', 'port_buffers', '19', ''),
('floorplanning', 'die_w', '80', 'um'),
('sta', 'final.min_clock_period', '2.45', 'ns'),
('route', 'drc', '0', ''),
('final_layout', 'combGateArea', '372', 'sq um');
## worst max-delay path, cell delays in order
cell           delay [ns]
buf_2                0.11
inv_2                0.07
ha_4                 0.20
a21o_1               0.17
a2111oi_2            0.30
buf_4                0.17
mux2i_1              0.07
xnor2_1              0.12
dlygate4sd2_1        0.24
## metal layers
| layer | track usage [%] | vias to the layer above |
|---|---|---|
| met2 | 5.94 | 11 |
| met4 | 0 | 0 |
| met5 | 0 | - |
| li1 | - | 218 |
| met1 | 4.50 | 182 |
| met3 | 1.02 | 0 |
## what timing repair did
action / CTS / global route
resized: 49 / 5
setup endpoints to repair: 7 / 5
pin swaps: 13 / 4
setup buffers: 1 / 0
gates cloned: 0 / 0
## final timing paths
kind / from / depth (start not counted) / endpoint / slack (ns)
min: MyOperation / 4 / MyOutput[1] / 1.50
max: MyConstantSelect[0] / 9 / MyOutput[5] / 0.05
## metrics by stage
stage / instances / hold WS, ns / power [mW]
2_1_floorplan: 46 / 1.01 / 0.0422
3_3_place_gp: 121 / 1.97 / 0.119
3_5_place_dp: 121 / 1.96 / 0.120
4_1_cts: 122 / 1.64 / 0.125
5_1_grt: 122 / 1.55 / 0.140
6_report: 122 / 1.50 / 0.125
## cell usage in the layout, fill, tap and decap left out, drive strengths merged, types with 2 or more instances in the layout
cell type and instances:
a21oi 2, and3 2, buf 18, clkdlybuf4s50 5, dlygate4sd2 3, dlymetal6s2s 3, fa 2, ha 4
inv 8, nand2 3, nand2b 2, nor2 3, nor4 2, xnor2 3, xor2 3
## final cells by class
type / instances / area share, %
Timing Repair Buffer: 30 / 34.8
Tap cell: 46 / 8.13
Multi-Input combinational cell: 38 / 52.5
Inverter: 8 / 4.59
## power by group
group	internal [mW]	total, mW	switching, mW
Sequential	0	0	0
Clock	0	0	0
Combinational	0.0739	0.125	0.0510
Total	0.0739	0.125	0.0510
## logic make-up after synthesis
logic type | Yosys count
simple gates | 16
buf+inv | 8
mux | 1
fa+ha+maj | 6
xor+xnor | 6
compound gates | 9
No activity file was given, so power comes from the tool's default toggle rates.
