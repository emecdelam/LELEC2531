`design.v`:
```
module Homework_3(
	input  logic [31:0] a, b,
	input  logic [1:0]  ALUControl,
	output logic [31:0] Result,
	output logic [3:0]  ALUFlags
);
logic carry;
logic [31:0] b_mux_out;
logic [31:0] sum;
assign b_mux_out = ALUControl[0] ? ~b : b;
assign {carry, sum} = a + b_mux_out + ALUControl[0];
always_comb begin
	case (ALUControl)
		2'b00: Result = sum;  				 
		2'b01: Result = sum;           		 
		2'b10: Result = a & b;           	 
	2'b11: Result = a | b;           		 
	endcase
end
assign ALUFlags[0] = (ALUControl[1] == 1'b0) & ~(a[31] ^ b[31] ^ ALUControl[0]) & (a[31] ^ sum[31]);	 
assign ALUFlags[1] = (ALUControl[1] == 1'b0) & carry;     						 
assign ALUFlags[2] = (Result == 32'b0);                           					 
assign ALUFlags[3] = Result[31];                                					 
endmodule
```
`run.sh`:
```
#!/bin/bash
# OpenROAD 26Q1-2900-gdf79404cd8, Yosys 0.63+post, stock flow scripts
make -C /OpenROAD-flow-scripts/flow DESIGN_CONFIG=/design/flow/config.mk WORK_HOME=/design/flow/orfs finish
```
`config.mk`:
```
export PLATFORM = sky130hd
export DESIGN_NAME = Homework_3
export DESIGN_NICKNAME = Homework_3
export VERILOG_FILES = /design/flow/design.v
export SDC_FILE = /design/flow/constraint.sdc
export NUM_CORES = 4
export LEC_CHECK = 1
export CORE_UTILIZATION = 40
```
`constraint.sdc`:
```
current_design Homework_3

set clk_period 12.3
set clk_io_pct 0.2

create_clock -name clk0 -period $clk_period

set non_clock_inputs [all_inputs -no_clocks]
set_input_delay [expr $clk_period * $clk_io_pct] -clock clk0 $non_clock_inputs
set_output_delay [expr $clk_period * $clk_io_pct] -clock clk0 [all_outputs]
```
==> run summary <==
Implementation results. The flow ran to the end, and the final reports show no timing, DRC or antenna violations. Clock buffer count in the final layout landed at 0. Share of synthesized cell area in full adder, half adder and majority cells landed at 25.1%. Summed over all failing endpoints, the final setup total negative slack is 0 ns. The worst-case max-slew headroom was logged as 56.3%.

Peak ir drop on the vdd network landed at 36.2 uV. OpenROAD reports that the post-layout worst path occupies 80.0% of the period. The tightest hold path in the finished design has a slack of 5.93 ns.

Warnings reported by Yosys during synthesis add up to 1. The floorplan has 30 rows. STA lists the startpoint of the worst hold path as ALUControl[1]. The report puts the hold buffer count at CTS at 0.

Initial antenna violation count landed at 0. Fraction of the core area occupied by cells at floorplan landed at 42.1%. Before antenna repair, the detailed router went through 4 iterations. Maximum number of pins on one net before global-route repair landed at 58.

Max-capacitance violation count landed at 0. The synthesis run identifies the leading combinational cell family as AND-OR/OR-AND gates. The STA report counts the stages on the worst setup path as 16.

Summed instance area of the synthesized netlist landed at 2910 sq um. In this run, the synthesized area fraction spent on and/or/nand/nor cells is recorded as 17.7%. Per the synthesis report, the single largest cell type by area occupies 15.1% of cell area.

Number of buffers inserted to repair setup after CTS landed at 0. Per the Yosys statistics, synthesis produced 422 cells. The detail route stage leaves a number of antenna-violating nets equal to 0. The most critical min-delay path falls under primary input to primary output. The violation tally recorded at the end of detailed-routing iteration 0 is 137. Leakage power landed at 1.67 nW. Yosys mapped the design onto 57 distinct sky130hd cell types. The first global-routing pass estimated 14400 um of wire. The synthesized netlist devotes 33.9% of its cell area to compound gates.

Number of flip-flops and latches landed at 0. The signal on the critical path passes through buf_2 -> buf_4 -> xor2_1 -> ha_1 -> nor2b_1 -> o311ai_2 -> nand2_1 -> a221o_1 -> a41oi_2 -> xor2_1 -> o21ai_1 -> nor4_1 -> nand4_1 -> nor4_1 -> o2111a_1 -> clkdlybuf4s50_1. Post-detailed-route via-to-cell ratio landed at 5.54. From the final report, the count of setup violators was given as 0.

Setup repair after global routing left no endpoint under its margin. Yosys reports the multiplexer fraction of the synthesized area as 1.81%. Data on the critical path arrives at its endpoint at 7.38 ns. Sequential cells were found to cover 0% of the synthesized design area. Areal power density over the cells landed at 65.4 nW/um^2. The DRC violation total left in the routed layout is recorded as 0. Count of placed standard cells including taps landed at 603. The largest total area in the synthesized netlist belongs to sky130_fd_sc_hd__ha_1. Synthesis produced a netlist whose cell count is 422. The number of global-route vias before repair came to 3021. Counting pins that exceed their max-slew limit in the final report gives 0. sky130_fd_sc_hd__nand2_1 is the most common cell in the netlist. At the placement stage, the worst setup path has a slack of 2.48 ns. The global route stage reports its total congestion overflow as 0. Total routing resource utilization after global routing landed at 23.7%. Synthesized chip area reported by yosys landed at 2910 sq um. OpenROAD emitted warnings numbering 36. In this run the horizontal extent of the chip is 87.2 um. Critical path's largest stage delay landed at 0.56 ns. Data required time at the worst endpoint landed at 9.84 ns. Post-synthesis area per instance landed at 6.88 sq um. The cell-mix breakdown from Yosys lists the XOR/XNOR area share as 16.9%. For reference, the critical path is captured by ALUFlags[2]. The final antenna diode tally reported by the flow is 0. Post-route minimum period landed at 9.84 ns. Global placement routability congestion landed at 0.926. On the critical path the largest part of the delay comes from buffers and inverters. Leaving out filler cells and counting taps, the final layout contains 603. STA classifies the critical path endpoint as a primary output. Chip footprint landed at 7610 sq um. STA classifies the critical path startpoint as a primary input.

Count of input and output buffers landed at 102. Area taken by flip-flops and latches landed at 0 sq um. STA lists the maximum fanout along the critical path as 41.

Post-detailed-placement half-perimeter wirelength landed at 7250 um. Total wire length landed at 8860 um. The critical path starts at ALUControl[0]. In the post-synthesis netlist, the biggest area contributors are sky130_fd_sc_hd__ha_1 15%, sky130_fd_sc_hd__xor2_1 13%, sky130_fd_sc_hd__maj3_1 9.3%, sky130_fd_sc_hd__a21oi_1 7.6%, sky130_fd_sc_hd__nand2_1 5.8%. Actual slew at the worst max-slew pin landed at 0.652 ns.

Setup slack on the critical path of the routed design comes to 2.46 ns. Number of gates given a new drive strength after cts landed at 0. Area of the core landed at 6910 sq um. Per-cell routed wire length landed at 14.7 um.

The filler cells instantiated in the layout total 699. In this run the layout overhead on the synthesized area is reported as 36.8%. The final hold violation count recorded for this run is 0.

Number of buffers and inverters on the critical path landed at 3. The detailed router placed 3340 vias in this run. Based on the critical path, the design can be clocked at up to 102 MHz. Number of top-level pins landed at 102. The setup path with the least slack is of type primary input to primary output. The synthesis run shows the most used standard cells to be 45 x sky130_fd_sc_hd__nand2_1, 44 x sky130_fd_sc_hd__a21oi_1, 43 x sky130_fd_sc_hd__xor2_1. According to the floorplan report, the die height is 87.2 um. The layout summary lists the proportion of cells stronger than drive strength 1 as 2.37%.

For this run, the share of the core covered by cells in the final layout is 57.6%. The largest individual stage delay along the critical path comes from the cell sky130_fd_sc_hd__buf_4. Along the worst hold path, the cell count comes to 5.
layer usage:
| layer | vias up | track usage (%) | wire length, um |
|---|---|---|---|
| met5 | - | 0 | 0 |
| met2 | 97 | 35.1 | 3550 |
| li1 | 1737 | - | - |
| met3 | 4 | 2.79 | 550 |
| met1 | 1502 | 38.3 | 4700 |
| met4 | 0 | 1.34 | 57 |
power breakdown:
group / switching, mW / internal, mW / total [mW]
Sequential: 0 / 0 / 0
Combinational: 0.127 / 0.133 / 0.260
Clock: 0 / 0 / 0
stage by stage:
step                cell area (sq um)  power, mW
finish                           3980      0.260
global route                     3980      0.288
CTS                              3980      0.260
detailed placement               3980      0.257
global placement                 3980      0.260
floorplan                        2910      0.156
layout by cell type (no fill, tap or decap), types with 5 or more instances in the layout:
cell / netlist / layout
sky130_fd_sc_hd__xor2_1: 43 / 43
sky130_fd_sc_hd__inv_1: 15 / 15
sky130_fd_sc_hd__a21oi_1: 44 / 44
sky130_fd_sc_hd__clkdlybuf4s50_1: 0 / 100
sky130_fd_sc_hd__maj3_1: 27 / 27
sky130_fd_sc_hd__nor4_1: 6 / 6
sky130_fd_sc_hd__o31ai_1: 6 / 6
sky130_fd_sc_hd__nor2b_1: 5 / 5
sky130_fd_sc_hd__o21a_1: 8 / 8
sky130_fd_sc_hd__o21ai_1: 10 / 10
sky130_fd_sc_hd__xnor2_1: 13 / 13
sky130_fd_sc_hd__o211ai_1: 5 / 5
sky130_fd_sc_hd__nand2_1: 45 / 45
sky130_fd_sc_hd__a21o_1: 16 / 16
sky130_fd_sc_hd__ha_1: 35 / 35
sky130_fd_sc_hd__o21ai_0: 25 / 25
sky130_fd_sc_hd__nand3_1: 6 / 6
sky130_fd_sc_hd__nor2_1: 27 / 27
sky130_fd_sc_hd__a211oi_1: 5 / 5
sky130_fd_sc_hd__nand4_1: 6 / 6
worst min path at each step:
stage / endpoint / slack, ns
finish: Result[24] / 5.93
CTS: Result[24] / 5.93
global route: Result[24] / 5.98
cell type report:
| class | instances | area (sq um) | area share [%] |
|---|---|---|---|
| Tap cell | 96 | 120 | 3.02 |
| Timing Repair Buffer | 104 | 1030 | 25.8 |
| Inverter | 16 | 60.1 | 1.51 |
| Multi-Input combinational cell | 387 | 2770 | 69.7 |
kinds of logic (layout without fill, tap and decap cells):
logic type | Yosys count | count (layout)
AOI/OAI and AO/OA | 151 | 151
and+or+nand+nor | 112 | 112
adders and majority gates | 63 | 63
xor gates and xnor gates | 56 | 56
buffers and inverters | 35 | 120
muxes | 5 | 5
Power is estimated from default activity; no workload was simulated.
