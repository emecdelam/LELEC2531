$ cat design/flow/design.v
module Exercise_4 (
input logic clk,
input logic reset,
input logic left, right, brake, fog, alarm,
output logic la, lb, lc, ra, rb, rc);
typedef enum logic[3:0] {NULL,R1,R2,R3,L1,L2,L3,BRAKE,FOG,ALARM} statetype;
statetype state, nextstate;
always_ff @(posedge clk, posedge reset)
	if (reset)		state <= NULL;
	else			state <= nextstate;
always_comb 
begin
	case (state)
		NULL: begin 
			if (right)				nextstate = R1;
			else if (left)			nextstate = L1;
			else if (left & right)	nextstate = NULL;
			else if (fog)			nextstate = FOG;
			else if (brake)			nextstate = BRAKE;
			else if (alarm)			nextstate = ALARM;
			else					nextstate = NULL;
		end
		R1:							nextstate = R2;
		R2:							nextstate = R3;
		R3:							nextstate = NULL;
		L1:							nextstate = L2;
		L2:							nextstate = L3;
		L3:							nextstate = NULL;
		BRAKE: begin
			if (fog) 				nextstate = FOG;
			else if (brake) 		nextstate = BRAKE;
			else if (alarm) 		nextstate = ALARM;
			else 					nextstate = NULL;
		end
		FOG: begin
			if (fog) 				nextstate = FOG;
			else if (brake)			nextstate = BRAKE;
			else if (alarm) 		nextstate = ALARM;
			else 					nextstate = NULL;
		end
		ALARM: begin
			if (fog)				nextstate = FOG;
			else if (brake)			nextstate = BRAKE;
			else 					nextstate = NULL;
		end
		default:					 nextstate = NULL;
	endcase
end
assign ra = (state == R1 || state == R2 || state == R3 || state == FOG || state == BRAKE || state == ALARM);
assign rb = (state == R2 || state == R3 || state == BRAKE || state == ALARM); 
assign rc = (state == R3 || state == BRAKE || state == ALARM);
assign la = (state == L1 || state == L2 || state == L3 || state == FOG || state == BRAKE || state == ALARM);
assign lb = (state == L2 || state == L3 || state == BRAKE || state == ALARM);
assign lc = (state == L3 || state == BRAKE || state == ALARM);
endmodule
$ cat design/flow/run.sh
#!/bin/bash
# OpenROAD 26Q1-2900-gdf79404cd8, Yosys 0.63+post, stock flow scripts
make -C /OpenROAD-flow-scripts/flow DESIGN_CONFIG=/design/flow/config.mk WORK_HOME=/design/flow/orfs finish
$ cat design/flow/config.mk
export PLATFORM = sky130hd
export DESIGN_NAME = Exercise_4
export DESIGN_NICKNAME = Exercise_4
export VERILOG_FILES = /design/flow/design.v
export SDC_FILE = /design/flow/constraint.sdc
export NUM_CORES = 4
export LEC_CHECK = 1
export CORE_AREA = 10 10 70 70
export DIE_AREA = 0 0 80 80
$ cat design/flow/constraint.sdc
current_design Exercise_4

set clk_period 2.3
set clk_io_pct 0.2

create_clock -name clk0 -period $clk_period [get_ports {clk}]

set non_clock_inputs [all_inputs -no_clocks]
set_input_delay [expr $clk_period * $clk_io_pct] -clock clk0 $non_clock_inputs
set_output_delay [expr $clk_period * $clk_io_pct] -clock clk0 [all_outputs]
==> summary.rpt <==
====================================================================================================
Tool Warnings                                                                                     26
Number of standard-cell rows in the floorplan                                                     21
Cell taking the most area after synthesis                                               sky130_fd_sc_hd__dfrtp_1
Run status                                                                              complete, no violations
H-Tree Level Count                                                                                 1
Sequential cell fraction of total power                                                        45.6%
Slew @ Worst Pin                                                                            0.499 ns
Time the final worst path needs with I/O delays and setup                                    2.22 ns
Most frequently placed logic cells in the final layout                                  10 x sky130_fd_sc_hd__clkdlybuf4s50_1, 9 x sky130_fd_sc_hd__dfrtp_1, 3 x sky130_fd_sc_hd__clkbuf_4
Unrepaired setup endpoints after global routing                                                  yes
Finished Core Util                                                                             17.7%
Kind of end point of the critical path                                                    output pin
List of cells traversed by the critical path                                            buf_6 -> or3_4 -> or2_1 -> or3_1 -> buf_2
Detailed-routing iteration count for the pre-antenna-repair pass                                   2
Worst clock skew                                                                          0.00379 ns
Maximum clock frequency                                                                    0.451 GHz
Fillers                                                                                          390
Final weighted congestion in routability-driven placement                                      0.752
Number of flip-flops under the largest register name                                              10
Count of port buffers added during placement                                                      12
Area figure in the yosys stat output                                                         377 µm²
Final number of setup-violating endpoints                                                          0
Total track usage                                                                              3.01%
Clock group share of total power                                                               35.0%
Syn Std Cell Area                                                                            377 µm²
Final cycle utilization of the critical path                                                   96.5%
Total number of yosys warnings                                                                     1
Count of boundary I/O pins                                                                        13
Peak ir drop on the vdd network                                                               237 µV
Arrival time at the worst endpoint                                                           1.76 ns
Final std cell area, no fill                                                                 604 µm²
Sum of routed wire length over all layers                                                     845 µm
Leakage power                                                                               0.287 nW
Pre-placement core utilization                                                                 11.0%
Internal cell power                                                                         0.347 mW
Count of buffer and inverter cells on the critical path                                            2
Slew Viols, Final                                                                                  0
Final Hold Vio Count                                                                               0
Combinational Power Share                                                                      19.4%
Die Wd                                                                                         80 µm
Mean cell area of the mapped netlist                                                        13.0 µm²
Number of antenna violations at the first check in global routing                                  0
Count of antenna-violating nets left after detailed routing                                        0
Vias per cell                                                                                   3.00
Average detailed-routed wire length per instance                                             9.09 µm
Kind of path behind the tightest hold check                                                  reg2reg
Initial drt markers                                                                               18
Vias in the first global route                                                                   311
Placed cell area                                                                             554 µm²
Final Hold Slack                                                                            0.382 ns
Data required time of the critical path                                                      1.84 ns
Core area                                                                                0.00342 mm²
Register with the most flip-flops                                                              state
Switching power as a share of total power                                                      20.3%
Net switching power figure                                                                 0.0886 mW
Number of DRC violations after detailed routing                                                    0
Root buffer cell                                                                        sky130_fd_sc_hd__clkbuf_4
Max-area cell share                                                                            59.8%
Delay contributed by the slowest stage of the critical path                                  0.40 ns
Total number of vias                                                                             279
Count of unique library cells instantiated by Yosys                                               14
Type of the worst setup path                                                                 reg2out
Ys flops                                                                                          10
Chip footprint                                                                           0.00640 mm²
Clock-pin slew reported for the worst setup and hold paths after clock tree synthesis        0.06 ns
Sinks on the clock net                                                                            10
Die height                                                                                     80 µm
Critical Path Source Type                                                                  flip-flop
Remaining Overflow, GRT                                                                            0
Top fanout value on the critical path                                                              2
Synthesized netlist cell count                                                                    29
Max-slew headroom at the worst pin                                                             66.4%
# Cells Yosys                                                                                     29
Clock tree from TritonCTS                                                                        yes
Leading post-synthesis cells by cell area                                               sky130_fd_sc_hd__dfrtp_1 60%, sky130_fd_sc_hd__dfstp_2 7.0%, sky130_fd_sc_hd__or3_4 6.0%
PD cells                                                                                  721 mW/mm²
Ratio of cells with drive above 1 in the final layout                                          21.3%
Number of maximum-capacitance constraint violations                                                0
Top flop regs                                                                              state x10
Maximum number of buffers from clock root to sink                                                  2
Layout-stage area growth over the synthesis result                                             60.5%
Pin count of the biggest net entering global routing                                              11
Total clock buffers created by CTS                                                                 3
Count of antenna diodes in the layout                                                              0
Largest delay contributor family on the critical path                                   simple AND/OR/NAND/NOR gates
Global-route wire length before repair                                                       1.46 mm
Insertion delay of the later-clocked pin in the worst-skew pair                              0.26 ns
Seq/Total Area, Yosys                                                                          66.8%
CP max stage cell                                                                       sky130_fd_sc_hd__dfrtp_1
Most used logic cell in the final layout                                                sky130_fd_sc_hd__clkdlybuf4s50_1
====================================================================================================
-- repair_timing --
item | CTS | global route
gates resized | 5 | 1
hold buffers | 0 | 0
setup endpoints to repair | 2 | 3
setup buffers | 2 | 0
pin swaps | 2 | 5
-- worst paths after layout --
path                       slack (ns)  cells past startpoint          startpoint                 end
setup / recovery                 0.08                      5  state[6]$_DFF_PP0_                  ra
max in group asynchronous        1.52                      2               reset  state[0]$_DFF_PP1_
hold reg to reg                  0.38                      0  state[5]$_DFF_PP0_  state[3]$_DFF_PP0_
min in group asynchronous        0.48                      2               reset  state[5]$_DFF_PP0_
setup reg to reg                 0.89                      4  state[6]$_DFF_PP0_  state[0]$_DFF_PP1_
hold / removal                   0.38                      0  state[5]$_DFF_PP0_  state[3]$_DFF_PP0_
-- cells by family (layout without fill, tap and decap cells) --
group           count (synthesis)  after routing  share of synthesized area, %
compound gates                  3              3                          5.32
simple gates                   14             14                          25.9
flops                          10             10                          66.8
buf+inv                         2             20                          1.99
-- synthesized netlist by cell type --
library cell              instances
sky130_fd_sc_hd__dfrtp_1          9
sky130_fd_sc_hd__inv_1            2
sky130_fd_sc_hd__nor2_1           2
sky130_fd_sc_hd__nor3b_1          2
sky130_fd_sc_hd__o21ai_0          2
sky130_fd_sc_hd__or2_1            2
sky130_fd_sc_hd__or3_1            2
sky130_fd_sc_hd__or3_4            2
sky130_fd_sc_hd__and2_1           1
sky130_fd_sc_hd__and3b_1          1
sky130_fd_sc_hd__dfstp_2          1
sky130_fd_sc_hd__nor2b_1          1
sky130_fd_sc_hd__nor4_1           1
sky130_fd_sc_hd__o311a_1          1
-- layer usage --
metal,GRT usage [%],vias up,part of all wire [%]
met5,0,-,0
met4,0.176,0,0
met3,3.75,0,24
met2,3.77,18,36
met1,3.26,122,40
li1,-,139,-
-- metrics by stage --
| stage | worst slack, ns | setup TNS [ns] | total power, mW | cells |
|---|---|---|---|---|
| 6_report | 0.0810 | 0 | 0.436 | 93 |
| 5_1_grt | -0.0413 | -0.0413 | 0.474 | 93 |
| 4_1_cts | 0.00844 | 0 | 0.444 | 93 |
| 3_5_place_dp | 0.125 | 0 | 0.295 | 87 |
| 3_3_place_gp | 0.125 | 0 | 0.293 | 87 |
| 2_1_floorplan | 0.641 | 0 | 0.229 | 29 |
-- final cells by class --
cell class	count	area, µm²	area share [%]
Sequential cell	10	251	41.6
Timing Repair Buffer	14	134	22.2
Clock buffer	4	36.3	6.00
Tap cell	46	57.6	9.52
Inverter	2	7.51	1.24
Multi-Input combinational cell	17	118	19.5
-- power groups by stage --
stage / registers (mW) / logic, mW / clock network, mW
final: 0.199 / 0.0843 / 0.153
after global routing: 0.201 / 0.0959 / 0.177
after CTS: 0.199 / 0.0854 / 0.160
No activity file was given, so power comes from the tool's default toggle rates.
